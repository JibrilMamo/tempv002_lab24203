`./run.sh`:
```
#!/bin/bash
# OpenROAD 26Q1-2900-gdf79404cd8, Yosys 0.63+post, stock flow scripts
make -C /OpenROAD-flow-scripts/flow DESIGN_CONFIG=/design/flow/config.mk WORK_HOME=/design/flow/orfs finish
```
`./config.mk`:
```
export PLATFORM = sky130hd
export DESIGN_NAME = forward
export DESIGN_NICKNAME = forward
export VERILOG_FILES = /design/flow/design.v
export SDC_FILE = /design/flow/constraint.sdc
export NUM_CORES = 4
export LEC_CHECK = 1
export CORE_AREA = 10 10 123 123
export DIE_AREA = 0 0 133 133
```
`./constraint.sdc`:
```
current_design forward

set clk_period 1.3
set clk_io_pct 0.2

create_clock -name clk0 -period $clk_period

set non_clock_inputs [all_inputs -no_clocks]
set_input_delay [expr $clk_period * $clk_io_pct] -clock clk0 $non_clock_inputs
set_output_delay [expr $clk_period * $clk_io_pct] -clock clk0 [all_outputs]
```
`./design.v`:
```
`timescale 1ns / 1ps
module forward(
    input bypassAfromMEM,
    input bypassAfromALUinWB,
    input bypassAfromLWinWB,
    input bypassBfromMEM,
    input bypassBfromALUinWB,
    input bypassBfromLWinWB,
    input [31:0] IDEXA,
    input [31:0] IDEXB,
    input [31:0] MEMWBValue,
    input [31:0] EXMEMALUOut,
    output [31:0] Ain,
    output [31:0] Bin
    );
   assign Ain = (bypassAfromMEM) ? EXMEMALUOut :
             (bypassAfromALUinWB || bypassAfromLWinWB) ? MEMWBValue : IDEXA;
    assign Bin = (bypassBfromMEM) ? EXMEMALUOut :
             (bypassBfromALUinWB || bypassBfromLWinWB) ? MEMWBValue : IDEXB;
endmodule
```
==> job_summary.md <==
### Flow metrics

| Metric | Value |
|---|---|
| WP data required | 1.04 ns |
| Pre-CTS setup slack | -1.26 ns |
| Clkbuf count | 0 |
| Maximum number of pins on one net before global-route repair | 24 |
| Slew Viols, Final | 0 |
| Critical-path cell list | buf_12, buf_16, or4b_4, o311ai_4, buf_2 |
| Crit end category | output pin |
| Power density cells | 323 mW/mm2 |
| Final core occ | 41.2% |
| Endpoints failing hold | 0 |
| Final min period | 1.57 ns |
| Final ANT Viol Nets | 0 |
| Pleak | 0.00223 uW |
| Worst path slowest cell | or4b_4 |
| Synth Seq Share | 0% |
| Critical path type | primary input to output pin |
| VDD IR-drop max | 0.118 mV |
| Max_cap viols | 0 |
| Die extent in y | 133 um |
| Vias | 3278 |
| Top cells, area | or4b_1, o311ai_1, nand2_1 |
| Post-synth cell types | 9 |
| Routed wire per std cell | 22.9 um |
| Avg Cell Area, Syn | 6.55 um2 |
| Worst-path fanout max | 8 |
| Hold_ws | 0.997 ns |
| Log Warnings | 34 |
| Routed wire length | 15200 um |
| WP data arrival | 1.31 ns |
| Congestion Overflow GR | 0 |
| Drt first pass iters | 4 |
| Post-route setup slack | -0.271 ns |
| DR iter-0 viols | 100 |
| Register Area | 0 um2 |
| Vias/cell | 4.95 |
| Worst Path Buf+Inv | 3 |
| Biggest area consumer among synthesized cells | or4b_1 |
| Crit path depth | 5 |
| Hold buffer count at CTS | 0 |
| Tightest Pin Transition | 0.248 ns |
| Full die area | 0.0177 mm2 |
| # rows | 41 |
| Detailed Place HPWL | 9030 um |
| Placeable Area | 0.0126 mm2 |
| Max incr delay on CP | 0.55 ns |
| Flop count | 0 |
| Cell family with the largest share of critical-path delay | simple AND/OR/NAND/NOR gates |
| Normalized max-slew margin | 83.2% |
| End of the critical path | Ain[1] |
| Core Util at FP | 13.8% |
| Cell count after synthesis | 264 |
| Yosys chip area | 0.00173 mm2 |
| Fmax | 637 MHz |
| Crit path launch | bypassAfromLWinWB |
| Crit share post-route | 121% |
| DRC viols | 0 |
| Startpoint types | primary input |
| P&R area growth vs syn | 199% |
| Routability cong. | 0.848 |
| Layout cells sized above 1 | 47.0% |
| I/O Buffers | 198 |
| Initial antenna violation count | 2 |
| Final setup viols | 64 |
| RSZ-0062 raised after global routing | true |
| Syn Std Cell Area | 0.00173 mm2 |
| Status | finished with violations |
| Vias in the first global route | 3345 |
| Worst min-delay path class | primary input to output pin |
| Yosys warns | 0 |
| Failing checks | setup timing |
| Yosys cell count | 264 |
| First-pass GRT wire length | 21700 um |
| IO Pins | 198 |
| Max-area cell share | 37.0% |
| Die x size | 133 um |
| Setup TNS | -15.53 ns |
| Gr usage total | 15.8% |
[cells in the final DEF (no fill, tap or decap)]
| cell type | netlist | layout |
|---|---|---|
| buf_16 | 0 | 14 |
| buf_8 | 0 | 4 |
| nor2_4 | 0 | 3 |
| or4b_1 | 64 | 17 |
| o311ai_2 | 0 | 30 |
| clkbuf_16 | 0 | 3 |
| buf_4 | 0 | 29 |
| diode_2 | 0 | 1 |
| bufbuf_16 | 0 | 2 |
| nand2_1 | 64 | 64 |
| buf_12 | 0 | 18 |
| dlygate4sd2_1 | 0 | 64 |
| buf_2 | 9 | 64 |
| o311ai_1 | 64 | 18 |
| inv_1 | 32 | 32 |
| clkdlybuf4s50_1 | 0 | 64 |
| o311ai_4 | 0 | 16 |
| or4b_4 | 0 | 47 |
[layer usage]
metal,part of all wire (%),track usage [%]
met4,1.2,1.65
met1,42,20.0
met2,49,27.2
met3,7.7,4.15
met5,0.086,0
[repair_timing]
action	in CTS	in global routing
endpoints found under the setup margin	64	64
pin swaps	39	11
gates cloned	19	3
setup buffers	10	4
endpoints found under the hold margin	0	0
resized	365	71
[cell usage after synthesis]
master,number
o311ai_1,64
or4b_1,64
buf_2,9
nand2_1,64
buf_1,2
nor2_1,2
inv_1,32
clkbuf_1,21
clkbuf_2,6
[cell families (layout without fill, tap and decap cells)]
kind of cell,after synthesis,in the layout,share of synthesized area [%]
AND-OR/OR-AND,64,64,32.4
buffers and inverters,70,294,16.3
other,0,1,0
AND/OR/NAND/NOR,130,131,51.3
[where the power goes]
group	internal [uW]	switching [uW]
combinational	1020	650
clock	0.000103	0
sequential	0	0
[area by class of cell]
class,count,area [um2]
well taps,172,215
inverters,32,120
diodes,1,2.50
fillers,1225,7390
repair buffers,262,2690
multi-input cells,195,2160
[metrics by stage]
step,instance area [um2],power (uW),cells
after global placement,4110,1320,625
after global routing,5180,1770,661
after CTS,4630,1480,654
after detailed placement,4110,1320,625
final,5180,1670,662
after floorplan,1730,344,264
[how the worst min path moves through the flow]
stage	start	end	slack, ns	depth (start not counted)
CTS	bypassAfromMEM	Ain[22]	0.98	4
global route	bypassAfromMEM	Ain[19]	1.02	4
finish	bypassAfromMEM	Ain[25]	1.0	4
Power is estimated from default activity; no workload was simulated.
