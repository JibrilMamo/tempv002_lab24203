### /design/flow/run.sh
#!/bin/bash
# OpenROAD 26Q1-2900-gdf79404cd8, Yosys 0.63+post, stock flow scripts
make -C /OpenROAD-flow-scripts/flow DESIGN_CONFIG=/design/flow/config.mk WORK_HOME=/design/flow/orfs finish
### /design/flow/config.mk
export PLATFORM = sky130hd
export DESIGN_NAME = prc
export DESIGN_NICKNAME = prc
export VERILOG_FILES = /design/flow/design.v
export SDC_FILE = /design/flow/constraint.sdc
export NUM_CORES = 4
export LEC_CHECK = 1
export CORE_UTILIZATION = 50
### /design/flow/constraint.sdc
current_design prc

set clk_period 10.3
set clk_io_pct 0.2

create_clock -name clk0 -period $clk_period [get_ports {clk}]

set non_clock_inputs [all_inputs -no_clocks]
set_input_delay [expr $clk_period * $clk_io_pct] -clock clk0 $non_clock_inputs
set_output_delay [expr $clk_period * $clk_io_pct] -clock clk0 [all_outputs]
### /design/flow/design.v
`timescale 1ns / 1ps
module prc(
     input clk,
     input branchTaken,
     input stall,
     input [31:0] branchPCOffset,
     output reg [31:0] PC
    );
    initial
    begin
        PC = 0;
    end
    always @(posedge clk)
    begin
      if (branchTaken) begin 
         PC <= PC + branchPCOffset;
         end
         else if (stall) begin
            PC <= PC; 
         end
         else begin
            PC <= PC + 4; 
         end
     end
endmodule
==> reports/results.ini <==
[run_status]
status = completed

[run]
maxCapViolCount = 0
tool_warnings = 26

[clocking]
cts-buffers-inserted = 5
cts_tree = yes
insertion_delay_ps = 290
cts_hold_buf = 0
clock-root-buffer = clkbuf_8
cts_setup_buffers = 0
cts_buffer_depth = 2
clkTransAtPathRegs_ps = 80
cts_max_level = 2
cts_resized = 0
clock_sinks = 32

[grt]
grt_use_total_pct = 26.06
global_route.overflow_total = 0
grt_pass1_vias = 3237
grt_max_degree = 69
grt_pass1_wl_um = 15610
antenna_found_initial = 0

[worst_setup_path]
timing.rr.start = PC[0]
endpoint = PC[24]
crit_path_start_kind = primary input
worstPathMaxFanout = 5
r2r_end = PC[24]
arrival_ps = 4790
startpoint = branchPCOffset[0]
r2r_slack_ps = 7400
crit_path_end_kind = flop
worstSetupPathType = in2reg
crit_required_ps = 10320
rr_worst_depth = 10

[pwr]
p_sw_uw = 616.1
power_density_mw_per_mm2 = 294.4
p_sw_share_pct = 45.41
vdd_ir_drop_max_v = 0.0001391
total_power_mw = 1.357
power_frac_seq_pct = 24.1
leakage_nw = 1.785
internal-power_uw = 740.5
power_frac_clock_pct = 9.2
power_frac_comb_pct = 66.7

[route]
drt_first_pass_iters = 4
via_count = 3605
via_per_inst = 5.824
ant_nets = 0
drc = 0
drt_iter0_drc = 148
wl_per_cell_um = 15.61
wl_um = 9661
n_antenna_cell = 0

[synthesis]
yosysWarnings = 1
topCellsByArea = edfxtp_1, ha_1, a21oi_1, xor2_1, xnor2_1
edf_count = 32
ys_seq_share_pct = 25.22
largest_area_cell = edfxtp_1
yosysCellCount = 468
netlist.area_leader.share_pct = 25.22
syn_inst = 468
yosys-stat-area_sq_mm = 0.003810
ys_types = 63
synth_flops = 32
mappedNetlistArea_sq_mm = 0.003810
async_flop_share_pct = 0
flop_cell = edfxtp_1
avgSynthCellArea_sq_um = 8.141

[placed_design]
gp_congestion = 0.9078
place_ws_ps = 5244
numPortBuffers = 66
placedCellCount = 611
dp_hpwl_um = 7188

[final_layout]
fin_util_pct = 63.19
layout-drive-gt1-share_pct = 5.192
regMostFlops = PC
finalNonFillerCells = 619
reg_top3 = PC: 32 flops
area_growth_pct = 20.95
largest_register_ffs = 32

[floorplanning]
die_h_um = 89.29
fp_util_pct = 52.25
row_count = 31
ios = 67
chipArea_sq_mm = 0.007973
core_area_sq_mm = 0.007292
fp.dieW_um = 89.29

[timing]
setup_viol = 0
tightest_slew_ps = 857.5
fin_crit_ps = 4764
maxSlewViolCount = 0
finalClockPeriodUsage_pct = 46.25
fin_ws_ps = 5536
tns_ps = 0
finalHoldViolCount = 0
rsz0062_at_grt = no
finClkSkew_ps = 6.360
slew_headroom_pct = 42.84
max_freq_mhz = 209.9

[worst_hold_path]
hold_class = reg2reg

## Yosys cell counts (14+ instances only)
cell type	number
nand2_1	36
inv_1	16
a21oi_1	54
edfxtp_1	32
nor2_1	45
nand3_1	24
ha_1	32
nand4_1	14
a21o_1	15
clkbuf_1	21
xnor2_1	21
xor2_1	26
o21ai_0	26
## metal layers
layer  track usage (%)  wire length (um)  vias to the layer above
met5                 0                 0                        -
met4             3.175                53                        0
met3             4.588               614                        4
met2             37.96              4101                      103
met1             42.79              4891                     1650
li1                  -                 -                     1848
## layout make-up
type,instances,area [sq um]
clock inverters,3,37.54
well taps,99,123.9
fillers,656,2684
flip-flops and latches,32,960.9
clock buffers,5,68.82
repair buffers,68,670.6
inverters,16,60.06
multi-input cells,396,2686
## power by group through the flow
| stage | clock network, mW | registers [mW] | logic (mW) |
|---|---|---|---|
| 4_1_cts | 0.127 | 0.327 | 0.899 |
| 5_1_grt | 0.133 | 0.341 | 1.01 |
| 6_report | 0.125 | 0.327 | 0.905 |
## worst min-delay path by stage
stage                   from      to  slack, ps  cells past startpoint
final                 PC[31]  PC[31]        600                      1
after global routing  PC[31]  PC[31]        640                      1
after CTS             PC[31]  PC[31]        610                      1
## cells by family after synthesis
| kind of cell | after synthesis | synth area share (%) |
|---|---|---|
| xor+xnor | 47 | 10.80 |
| fa+ha+maj | 33 | 11.03 |
| compound gates | 139 | 23.94 |
| simple gates | 169 | 22.56 |
| mux | 8 | 2.168 |
| flops | 32 | 25.22 |
| buf+inv | 40 | 4.269 |
## worst max-delay path: stages
cell and delay (ps):
clkdlybuf4s50_1 460, ha_1 160, inv_1 50, fa_1 370, nand2b_1 190, a21oi_1 320
a311oi_4 180, a41oi_1 530, o21ai_0 220, xor2_1 170, a21oi_1 80
## metrics by stage
stage	instance area, sq um	hold WS [ps]
3_3_place_gp	4502	592.1
5_1_grt	4608	642.7
3_5_place_dp	4502	596.8
4_1_cts	4608	608.3
6_report	4608	603.1
2_1_floorplan	3810	546.8
## cells in the final DEF, fill, tap and decap left out, drive strengths merged, types with 4 or more instances in the layout
cell and count:
clkdlybuf4s50 65, a21oi 55, nor2 46, nand2 36, edfxtp 32, ha 32, o21ai 29, xor2 26
nand3 25, xnor2 21, inv 16, a21o 15, nand4 15, nor3 9, nand2b 7, mux2i 6
and2 5, a211oi 5, clkbuf 5, and3 5, or3 4, a31oi 4, a311oi 4
No activity file was given, so power comes from the tool's default toggle rates.
